[config.mk]
export PLATFORM = sky130hd
export DESIGN_NAME = regfile
export DESIGN_NICKNAME = regfile
export VERILOG_FILES = /design/flow/design.v
export SDC_FILE = /design/flow/constraint.sdc
export NUM_CORES = 4
export LEC_CHECK = 1
export CORE_UTILIZATION = 50
[constraint.sdc]
current_design regfile

set clk_period 7.5
set clk_io_pct 0.2

create_clock -name clk0 -period $clk_period [get_ports {clk}]

set non_clock_inputs [all_inputs -no_clocks]
set_input_delay [expr $clk_period * $clk_io_pct] -clock clk0 $non_clock_inputs
set_output_delay [expr $clk_period * $clk_io_pct] -clock clk0 [all_outputs]
[design.v]
module regfile(reset, clk, rs1_addr, rs2_addr, write_addr, write_data, rd_data1, rd_data2, wr_en, check);
    input logic reset, clk;
    input logic [4:0] rs1_addr, rs2_addr, write_addr;
    input logic wr_en;  
    input logic [31:0]write_data;  
    output logic [31:0]rd_data1, rd_data2;
    logic [31:0] regfile[0:31];
    output logic check;
    always_comb begin
        if (regfile[10] == -245) begin
            check = 1;
        end
        else begin
            check = 0;
        end
    end
    assign rd_data1 = (rs1_addr == 0)? 0: regfile[rs1_addr];    
    assign rd_data2 = (rs2_addr == 0)? 0: regfile[rs2_addr];
    always_ff @(posedge clk) begin
        if (wr_en) begin
            regfile[write_addr] <= write_data;
        end
    end
endmodule
[run.sh]
#!/bin/bash
# OpenROAD 26Q1-2900-gdf79404cd8, Yosys 0.63+post, stock flow scripts
make -C /OpenROAD-flow-scripts/flow DESIGN_CONFIG=/design/flow/config.mk WORK_HOME=/design/flow/orfs finish
==> Slide: Implementation Results <==
Run Summary

Outcome
  – Outcome: finished clean

Synthesis
  – Main synth FF type: edfxtp_1
  – Yosys stat cell total: 2411
  – Ys async rst share: 0%
  – Sequential share of the synthesized area: between 60% and 70%
  – Synth Cell Area: 47000 µm²
  – EDFF count, synth: between 1000 and 1500
  – Syn avg cell area: a little under 20 µm²
  – Synth warnings: 1
  – YS chip area: approximately 47000 µm²
  – Flops after synth: 1024
  – Post-Syn Instances: approximately 2400
  – Unique cell types: ~46

Timing
  – Slew @ Worst Pin: 0.946 ns
  – Setup TNS: 0 ns
  – Max_slew headroom: 36.8%
  – Max-slew violation count: 0
  – Fmax: 154 MHz
  – Fin crit period: 6.51 ns
  – Hold Fails Final Rpt: 0
  – Hold slack: roughly 1.6 ns
  – Final setup fails: 0
  – RSZ-0062 raised after global routing: no
  – Fin crit share: roughly 87%

Layout
  – Layout cells sized above 1: between 20% and 30%
  – Area Overhead vs Synth: 14.8%
  – Commonest Layout Cell: edfxtp_1
  – Final Non-Filler Cells: 3934
  – Sequential Area: 30700 µm²
  – Most instantiated logic cells after routing: edfxtp_1 (1024), mux4_2 (425), mux2i_1 (183), buf_4 (138), clkbuf_16 (113)
  – Biggest register: regfile
  – Largest register FFs: 1024
  – Comb area: 15500 µm²
  – Final Cell Area: approximately 54000 µm²
  – # fillers: 6713
  – Regs by FF count: regfile: 1024 flops

Clock network
  – H-tree level count: 3
  – Post-CTS Hold Fix Bufs: 0
  – CTS root buf: clkbuf_16
  – Post-CTS setup buffers: 0
  – Post_cts resized: 0
  – CTS Buf Count: 108
  – CTS Sinks: slightly above 1000
  – Clock tree buffer depth: 3
  – CTS tree: yes
  – Reg clk slew, reported paths: 0.06 ns

Flow run
  – Tool warnings: 27
  – # Max-Cap Violations: 0

Placement
  – PortBufs: 113
  – Dpl hpwl: between 90000 and 100000 µm
  – DP Cell Count: 3731
  – Placed cell areas: approximately 50000 µm²
  – Placer Congestion: 0.904

Worst setup path
  – Crit path top cell by count: clkdlybuf4s50_1
  – Worst Path Max Fanout: 13
  – Slowest stage cell on the critical path: or3b_2
  – Critical Path Max Stage Delay: around 0.85 ns
  – Worst Setup End Kind: output pin
  – CP required: 6.00 ns
  – Critical path cell sequence: clkdlybuf4s50_1 -> or3b_2 -> buf_4 -> o22ai_1 -> a2111oi_0 -> nor3_1 -> clkdlybuf4s50_1
  – Worst setup SP type: input port
  – Critical path type: in2out
  – WP data arrival: about 5 ns

Routing
  – Drt wl/cell: 38.6 µm
  – Iteration-0 DRC count of the detailed router: approximately 1800
  – Post-route ant nets: 0
  – Vias: roughly 27000
  – DRC violations left: 0
  – Vias/cell: ~6.8
  – Post-Route WL: between 150000 and 200000 µm
  – Router iterations before antenna repair: 7

Pwr
  – Tot Pwr: 13.0 mW
  – Peak VDD IR: 202 µV
  – Pwr/cell area: 240 nW/µm²
  – Leakage: between 15 and 20 nW

GRT
  – Largest net degree at the start of global routing: around 83
  – Initial antenna violation count: 10
  – Vias in the first global route: 29970
  – GRT Residual Overflow: 0
  – First-pass GRT wire length: about 210000 µm
  – Global-route usage over all layers: 36.9%

Min path
  – Worst hold start: write_data[23]
  – Hold Path Class: in2reg
  – WHS Endpoint: regfile[0][23]
  – Hold-critical path depth: 2

Floorplanning
  – Pre-Place Util: 50.4%
  – Die X: 309 µm
  – DIE HEIGHT: 309 µm
  – Io pins: 115
  – Core region area: 93300 µm²
  – Cell Rows: 112
  – Die area: 95300 µm²
==> synth_stat cells (32+ instances only) <==
cell	n	area, µm²
o22ai_1	55	344
nor2_1	35	131
a22o_1	62	543
mux4_2	425	9570
buf_2	57	285
clkbuf_1	95	357
nand2_1	65	244
a211oi_1	47	353
nor3_1	32	160
a21oi_1	46	230
mux2i_1	183	1830
edfxtp_1	1024	30700
==> worst max-delay path, delay by kind of cell <==
kind            cells  cell delay [ns]
buf+inv             3             1.71
compound gates      2             0.30
simple gates        2             1.49
==> cell families (layout without fill, tap and decap cells) <==
kind of cell | Yosys count | after routing | synth area share [%]
flops | 1024 | 1024 | 65.4
mux | 632 | 632 | 24.8
compound gates | 331 | 331 | 5.41
buf+inv | 226 | 493 | 2.32
simple gates | 198 | 198 | 2.10
other cells | 0 | 2 | 0
==> where the power goes <==
part / switching [mW] / total, mW / internal [mW]
clock network: 2.21 / 5.38 / 3.18
registers: 0.0295 / 6.40 / 6.37
logic: 0.692 / 1.20 / 0.507
total: 2.93 / 13.0 / 10.1
==> layer usage <==
metal / wire, µm / up-vias / track usage [%]
li1: - / 10854 / -
met1: 42800 / 13384 / 41.5
met2: 68600 / 2162 / 50.5
met3: 31500 / 403 / 32.5
met4: 7860 / 27 / 13.7
met5: 1020 / - / 7.63
==> how the worst max path moves through the flow <==
| stage | start | endpoint | slack [ns] |
|---|---|---|---|
| finish | rs2_addr[3] | rd_data2[2] | 0.99 |
| CTS | rs2_addr[3] | rd_data2[2] | 1.18 |
| global route | rs2_addr[3] | rd_data2[2] | 0.96 |
==> stage by stage <==
step	utilization, %	setup WS [ns]
after floorplan	-	2.89
after global routing	57.9	0.963
final	57.9	0.988
after global placement	54.0	1.16
after detailed placement	54.0	1.18
after CTS	57.9	1.18
==> cell type report <==
cell class	instances	area share, %
clock inverter	73	1.28
multi-input combinational	1161	28.7
sequential	1024	56.9
tap	1254	2.90
timing repair buffer	267	4.67
antenna	2	0.00926
clock buffer	128	5.34
inverter	25	0.178
No activity file was given, so power comes from the tool's default toggle rates.
