File: /design/flow/design.v
module decode_register(clk, pc_d, pc_plus4_d, imm_ext, rd_data1, rd_data2, pc_e, imm_ext_e, pc_plus4_e, rd_data1_e, rd_data2_e, write_addr_d, write_addr_e, reg_write, result_src, mem_write, branch, jump, alu_control, alu_src_b, rs1_addr_d, rs2_addr_d, reg_write_e, result_src_e, mem_write_e, branch_e, jump_e, alu_control_e, alu_src_b_e, rs1_addr_e, rs2_addr_e, flush_e, branch_sel, branch_sel_e, control_e_adder, control_e_adder_e);
    input logic clk;
    input logic [31:0] pc_d, pc_plus4_d, imm_ext, rd_data1, rd_data2;
    output logic [31:0] pc_e, pc_plus4_e, imm_ext_e, rd_data1_e, rd_data2_e;
    input logic [4:0] write_addr_d;
    output logic [4:0] write_addr_e;
    input logic [4:0] rs1_addr_d, rs2_addr_d;
    output logic [4:0] rs1_addr_e, rs2_addr_e;
    input logic reg_write, mem_write, branch, jump;
    input logic [1:0]result_src;
    input logic [3:0]alu_control;
    input logic [2:0]alu_src_b;
    input logic [2:0] branch_sel;  
    input logic control_e_adder;
    output logic reg_write_e, mem_write_e, branch_e, jump_e;
    output logic [1:0]result_src_e;
    output logic [3:0]alu_control_e;
    output logic [2:0]alu_src_b_e;  
    output logic [2:0] branch_sel_e;
    output logic control_e_adder_e;
    input logic flush_e;
    always_ff @(posedge clk) begin
        if (flush_e) begin
            pc_e <= 0;
            pc_plus4_e <= 0;
            imm_ext_e <= 0;
            rd_data1_e <= 0;
            rd_data2_e <= 0;
            write_addr_e <= 0;
            rs1_addr_e <= 0;
            rs2_addr_e <= 0;
            reg_write_e <= 0;
            mem_write_e <= 0;
            branch_e <= 0;
            jump_e <= 0;
            control_e_adder_e <= 0;
            result_src_e <= 2'bx;  
            alu_control_e <= 4'bx;
            alu_src_b_e <= 3'bx;
            branch_sel_e <= 3'bx;
        end
        else begin
            pc_e <= pc_d;
            pc_plus4_e <= pc_plus4_d;
            imm_ext_e <= imm_ext;
            rd_data1_e <= rd_data1;
            rd_data2_e <= rd_data2;
            write_addr_e <= write_addr_d;
            rs1_addr_e <= rs1_addr_d;
            rs2_addr_e <= rs2_addr_d;
            reg_write_e <= reg_write;
            mem_write_e <= mem_write;
            branch_e <= branch;
            jump_e <= jump;
            result_src_e <= result_src;
            alu_control_e <= alu_control;
            alu_src_b_e <= alu_src_b;
            branch_sel_e <= branch_sel;
            control_e_adder_e <= control_e_adder;
        end
    end
endmodule
File: /design/flow/run.sh
#!/bin/bash
# OpenROAD 26Q1-2900-gdf79404cd8, Yosys 0.63+post, stock flow scripts
make -C /OpenROAD-flow-scripts/flow DESIGN_CONFIG=/design/flow/config.mk WORK_HOME=/design/flow/orfs finish
File: /design/flow/config.mk
export PLATFORM = sky130hd
export DESIGN_NAME = decode_register
export DESIGN_NICKNAME = decode_register
export VERILOG_FILES = /design/flow/design.v
export SDC_FILE = /design/flow/constraint.sdc
export NUM_CORES = 4
export LEC_CHECK = 1
export CORE_AREA = 10 10 204 204
export DIE_AREA = 0 0 214 214
File: /design/flow/constraint.sdc
current_design decode_register

set clk_period 1.0
set clk_io_pct 0.2

create_clock -name clk0 -period $clk_period [get_ports {clk}]

set non_clock_inputs [all_inputs -no_clocks]
set_input_delay [expr $clk_period * $clk_io_pct] -clock clk0 $non_clock_inputs
set_output_delay [expr $clk_period * $clk_io_pct] -clock clk0 [all_outputs]
==> reports/metrics.yaml <==
grt:
  grt_max_degree: 27
  grt_pass1_wl_microns: 29200
  grt_pass1_vias: 4409
  grtUsageTotal: 0.08553
  antenna_found_initial: 0
  overflow: 0
synth:
  yosysTopAreaCell: "dfxtp_1"
  edf_count: 0
  ys_chip_area_sq_um: 5425
  yosys.area.top_type_share: 0.7085
  avgSynthCellArea_sq_um: 13.84
  numSynthFlops: 192
  synthDistinctLibCells: 6
  synthCells: 392
  ys_cells: 392
  synthTopCellsByCount: "192 x dfxtp_1, 91 x nor2b_2, 89 x nor2b_1"
  syn_area_sq_um: 5425
  area_leaders: "dfxtp_1 71%, nor2b_2 15%, nor2b_1 10%, buf_12 2.2%, buf_6 1.2%"
  synth.most_common_cell: "dfxtp_1"
  synth_seq_share: 0.7085
  ff_type: "dfxtp_1"
  yosys_warnings: 1
  async_reset_ff_frac: 0
setup_path:
  crit_fanout: 1
  crit_path_start_kind: "flip-flop"
  path_class: "reg -> out"
  cpMaxStageDelayCell: "dfxtp_4"
  critPathMaxStageDelay_ns: 0.40
  worstPathCellList: "buf_6"
  cp_top_family: "flip-flops"
  crit_required_ns: 0.80
  worstPathArrival_ns: 0.94
  worst-path-buf-inv: 1
  endpoint_kind: "primary output"
sta:
  finalHoldViolCount: 0
  grt_setup_unrepaired: "yes"
  setup_ws_ns: -0.1385
  setup_viol: 192
  slew_violations: 0
  maxSlewHeadroom: 0.8514
  min_period_ns: 1.139
  fin_tns_setup_ns: -8.496
  min_period_over_period: 1.139
  tightest_slew_ns: 0.2224
  clock.fmax_mhz: 878.3
pwr:
  seqPwrFrac: 0.496
  clkPwrFrac: 0.400
  p_comb_frac: 0.104
  p_leak_nw: 4.208
  ir_drop_mv: 1.141
  swShare: 0.2219
  p_total_w: 0.01648
  internal_power_w: 0.01283
  power_switching_w: 0.003658
  power_density_nw_per_um2: 1698
clock_tree:
  path_clk_slew_ns: 0.07
  h-tree-depth: 4
  cts_buffers: 17
  cts_sinks: 192
  cts_buffer_depth: 2
  root_buffer: "clkbuf_16"
  cts_tree: "yes"
final_layout:
  layout-drive-gt1-share: 0.4730
  synthToLayoutAreaGrowth_pct: 78.97
drt:
  post_drt_wl_per_cell_microns: 14.94
  finalWirelength_microns: 19820
  vias_per_cell: 3.058
  drt_iter0_drc: 101
  route.detailed.drc: 0
  vias: 4058
  first_pass_iters: 4
  ant_nets: 0
  n_antenna_cell: 0
floorplan:
  fp_util: 0.1451
  die_h_microns: 214
  core-area_sq_um: 37400
  die_area_sq_um: 45800
  chipWidth_microns: 214
  rows: 71
  ios: 386
run_status:
  violations: "negative setup slack"
  status: "finished with violations"
placed_design:
  dpl.hpwl_microns: 16000
  gp_congestion: 0.8028
  io_buffers: 385
run:
  maxCapViolations: 0
  warnings: 27
worst_hold_path:
  hold_class: "in -> reg"
==> layout make-up <==
class,count,area [sq um]
clock inverters,12,111.4
clock buffers,19,442.9
well taps,511,639.4
multi-input cells,180,1354
fillers,3944,27690
flip-flops and latches,192,3911
repair buffers,413,3251
==> routing by layer <==
layer  global-route usage  share of wire
met5                    0              0
met3              0.05327           0.13
met1               0.1050           0.42
met4              0.01166          0.015
met2               0.1284           0.43
==> sequential cells by signal, summed over array words and instances, names as in the netlist, 2 cells and up <==
name and flops:
pc_e 32, rd_data2_e 32, rs2_addr_e 5, alu_src_b_e 3, write_addr_e 5, branch_sel_e 3
rs1_addr_e 5, alu_control_e 4, result_src_e 2, rd_data1_e 32, imm_ext_e 32, pc_plus4_e 32
==> logic make-up (layout without fill, tap and decap cells) <==
kind of cell | after synthesis | count (layout) | synth area share
buffers and inverters | 20 | 444 | 0.04197
flip-flops | 192 | 192 | 0.7085
AND/OR/NAND/NOR | 180 | 180 | 0.2495
==> worst paths after layout <==
kind	from	to	depth (start not counted)
setup / recovery	rd_data1_e[26]$_SDFF_PP0_	rd_data1_e[26]	1
hold / removal	branch_sel[0]	branch_sel_e[0]$_DFF_P_	1
==> timing repair <==
action | 4_1_cts | 5_1_grt
resized | 664 | 19
buffers inserted | 0 | 0
endpoints found under the setup margin | 192 | 192
hold buffers | 0 | 0
==> metrics by stage <==
step / std cells / hold slack (ns) / instance area (sq um) / utilization / worst slack, ns
final: 1327 / 0.1926 / 9709 / 0.2596 / -0.1385
after detailed placement: 1296 / 0.6516 / 9980 / 0.2668 / -0.2757
after global routing: 1327 / 0.1486 / 9709 / 0.2596 / -0.1968
after global placement: 1296 / 0.6506 / 9980 / 0.2668 / -0.2760
after floorplan: 392 / 0.2277 / 5425 / - / 0.2442
after CTS: 1327 / 0.1514 / 9666 / 0.2584 / -0.1961
==> power by group through the flow <==
stage	logic, W	clock network [W]	registers [W]
5_1_grt	0.00188	0.00718	0.00822
4_1_cts	0.00176	0.00690	0.00817
6_report	0.00171	0.00659	0.00818
==> cells in the final DEF, fill, tap and decap left out <==
cell type	synthesis	final
buf_12	6	6
buf_2	8	181
buf_4	0	22
buf_6	6	11
bufinv_16	0	1
clkbuf_1	0	1
clkbuf_16	0	17
clkbuf_8	0	2
clkdlybuf4s50_1	0	192
clkinv_2	0	3
clkinv_4	0	2
clkinvlp_4	0	3
dfxtp_1	192	148
dfxtp_2	0	39
dfxtp_4	0	5
inv_6	0	3
nor2b_1	89	89
nor2b_2	91	91
Power and IR drop assume default switching activity.
